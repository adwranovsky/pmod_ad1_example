==> design.v <==
`default_nettype none
module pwm #(
    parameter WIDTH = 12
) (
    input wire clk_i,
    input wire [WIDTH-1:0] compare_i,
    output wire pwm_o
);
    reg [WIDTH-1:0] counter;
    initial counter = 0;
    always @(posedge clk_i)
        counter <= counter + 1;
    assign pwm_o = counter < compare_i;
endmodule
`default_nettype wire
==> run.sh <==
#!/bin/bash
# OpenROAD 26Q1-2900-gdf79404cd8, Yosys 0.63+post, stock flow scripts
make -C /OpenROAD-flow-scripts/flow DESIGN_CONFIG=/design/flow/config.mk WORK_HOME=/design/flow/orfs finish
==> config.mk <==
export PLATFORM = sky130hd
export DESIGN_NAME = pwm
export DESIGN_NICKNAME = pwm
export VERILOG_FILES = /design/flow/design.v
export SDC_FILE = /design/flow/constraint.sdc
export NUM_CORES = 4
export LEC_CHECK = 1
export CORE_AREA = 10 10 77 77
export DIE_AREA = 0 0 87 87
==> constraint.sdc <==
current_design pwm

set clk_period 2.5
set clk_io_pct 0.2

create_clock -name clk0 -period $clk_period [get_ports {clk_i}]

set non_clock_inputs [all_inputs -no_clocks]
set_input_delay [expr $clk_period * $clk_io_pct] -clock clk0 $non_clock_inputs
set_output_delay [expr $clk_period * $clk_io_pct] -clock clk0 [all_outputs]
==> notes.md <==
The synthesis and place-and-route flow finished, so here is a summary.

The required time at the worst-slack endpoint came out at 2000 ps. The clock reaches the later pin of the worst-skew pair after 240 ps. The largest register by flop count is counter. The area used by sequential logic in the layout is 240 µm². The multi-input gate area in the final layout came out at 485 µm². In the floorplan report the effective utilization is 16.0%. Per the synthesis report, the dominant area consumer among library cells is sky130_fd_sc_hd__dfxtp_1. TritonCTS built the clock tree. The final period utilization is 95.6%.

The share of the yosys chip area belonging to registers came out at 34.5%. The cell sitting at the root of the clock tree is a sky130_fd_sc_hd__clkbuf_8. The placed wire-length estimate came out at 1.10 mm. The core area came out at 0.00435 mm².

The via count of the first global-routing pass came out at 550. The number of nets still failing antenna checks after routing is 0. The sum of overflow across all layers after global routing is 0. The yosys stat chip area came out at 697 µm². Across every metal layer, demand over resource in global routing totals 3.70%. The power density over the cells is 424 mW/mm². Setup repair after global routing left no endpoint under its margin. Entering global routing, the biggest net connects 8 pins. Clock-pin slew was measured on the worst setup and hold paths at 50 ps. Once routing completed, OpenROAD measured the worst setup slack at 109 ps. The netlist area before placement is 697 µm². In this run the full chip footprint comes out at 0.00757 mm².

Dividing the detail-routed via count by the number of cells gives 3.71. The total iterations of the first detailed-routing run is 3. The number of hold violations in the final report came out at 0. Listed in order, past its start point the critical path passes dlygate4sd2_1 > inv_2 > ha_4 > a211o_1 > a21oi_2 > o31ai_2 > a221oi_2 > buf_2. The final timing report lists clock skew as 3.37 ps. The number of H-tree levels came out at 1. The top cell type in the final layout, fill and taps aside, is sky130_fd_sc_hd__dfxtp_1.

The routability congestion estimate from global placement came out at 0.741. Measured along the y axis, the die boundary spans 87 µm. The worst setup path is captured at an output pin.

The remaining design rule violation count is 0. The static leakage came out at 0.482 nW. The largest registers in the layout are counter x12.

The top cell types in the final layout, fill and taps aside, are sky130_fd_sc_hd__dfxtp_1, sky130_fd_sc_hd__inv_1, sky130_fd_sc_hd__xnor2_1, sky130_fd_sc_hd__dlygate4sd2_1. The worst setup path is launched from a primary input. The register with the most flip-flops in the layout has 12 of them.

The measured slew at the worst slew-check pin came out at 251 ps. The final setup violation count is 0. The area growth from synthesis to layout came out at 48.8%. The pre-CTS worst setup slack came out at -712 ps.

The data arrival time reported for the critical path is 1890 ps. Checking hold timing, the worst path is listed with class flip-flop to flip-flop. The first global-routing pass estimated 2.30 mm of wire. The utilization after layout is 23.8%. The mean post-synth cell area is 9.29 µm². The area share of the leading cell type in the synthesized netlist is 34.5%. The total number of warnings across the stage logs is 25.

The yosys cell count came out at 75. After detailed routing, the average wire length per cell comes to 9.21 µm. According to the floorplan report, the die width is 87 µm. Subtracting the final worst setup slack from the clock period gives 2390 ps. The report gives the cell count of the worst hold path as 1. The number of warning messages in the yosys log is 1. The post-layout total power came out at 0.000439 W.

For this run, the slowest stage of the critical path takes 300 ps. The critical path's top delay family is AND-OR/OR-AND gates. The register-to-register setup slack came out at 1140 ps. The remaining max-slew budget at the tightest pin is 83.1%. The number of buffer cells added on primary ports is 13.

The maximum VDD drop is 0.000259 V. The cell row count is 24. CTS reports a maximum clock tree buffer depth of 2.

The number of fill cells came out at 464. The sum of buffers and inverters on the critical path came out at 3. The number of max-slew violations in the final report is 0. The number of buffers added by the clock tree synthesis step came out at 3.

The number of hold buffers added after cts is 0. The layout summary lists the proportion of cells stronger than drive strength 1 as 25.3%. The maximum fanout along the worst path came out at 2. The number of violations reported at the end of detailed-routing iteration 0 is 5.

The run finished with clean final reports. After synthesis the netlist holds a flip-flop and latch count of 12. The initial antenna violation count is 0.

For reference, the most critical setup path is categorized as primary input to output pin. The antenna diode count is 0. The count of non-filler cells in the finished layout came out at 147.

The post-CTS setup repair buffer count came out at 0. For this run, the top clock speed supported by timing is 0.418 GHz. The tool flagged a number of max-cap violations equal to 0. The number of standard cells after synthesis came out at 75. The detailed-route via count came out at 545. The boundary pin count came out at 14. The tally of unique sky130hd cells used after synthesis is 21. The total stage count of the critical path came out at 8. The number of cells after detailed placement is 143.

The critical-path cell with the highest stage delay is sky130_fd_sc_hd__a211o_1. Yosys attributes the largest share of cell area to sky130_fd_sc_hd__dfxtp_1, sky130_fd_sc_hd__ha_1, sky130_fd_sc_hd__xnor2_1, sky130_fd_sc_hd__inv_1, sky130_fd_sc_hd__xor2_1. The worst reg-to-reg path cell count came out at 5. The number of clock sinks is 12. The final wirelength is 1.35 mm.
timing repair:
| item | 4_1_cts | 5_1_grt |
|---|---|---|
| pin swaps | 8 | 4 |
| endpoints found under the setup margin | 1 | 1 |
| resized | 20 | 4 |
cells by family (layout without fill, tap and decap cells):
group                      count (synthesis)  in the layout  synth area share, %
xor gates and xnor gates                  10             10                 12.6
buffers and inverters                     13             33                 7.00
adders and majority gates                 12             12                 21.5
AOI/OAI and AO/OA                          9              9                 10.2
DFF                                       12             12                 34.5
and+or+nand+nor                           19             19                 14.2
per-stage QoR:
stage,hold WS [ps],cell area (µm²),TNS (ps)
after detailed placement,413,915,-712
final,429,1040,0
after global routing,463,1040,0
after floorplan,391,697,0
after global placement,412,915,-700
after CTS,429,1020,0
path summary, 6_finish.rpt:
check	start	end
worst min register to register	counter[0]	counter[0]
worst max register to register	counter[0]	counter[8]
worst min-delay path	counter[0]	counter[0]
worst max-delay path	compare_i[5]	pwm_o
layer usage:
layer  vias up  track usage, %  part of all wire (%)
li1        293               -                     -
met1       237            4.69                    50
met2        13            5.46                    40
met3         2            2.08                   8.5
met4         0           0.589                   1.2
met5         -               0                     0
where the power goes:
group	leakage, nW	internal (W)	switching (W)
clock network	0.0288	0.000139	0.0000745
logic	0.357	0.0000213	0.0000129
registers	0.0966	0.000191	0
synthesized netlist by cell type, drive strengths merged:
master	count
inv	13
nand3	5
or2b	1
and4	1
xor2	4
ha	12
nor2	3
o21a	1
o31ai	1
a221oi	1
nor3	2
dfxtp	12
and3	1
nand2	5
nand4	1
a21oi	1
a211o	2
a31oi	1
xnor2	6
a21o	2
area by class of cell:
class / instances / area share (%)
multi-input cells: 50 / 46.8
flip-flops and latches: 12 / 23.2
repair buffers: 16 / 13.8
well taps: 52 / 6.27
clock buffers: 4 / 5.31
inverters: 13 / 4.70
Power is estimated from default activity; no workload was simulated.
