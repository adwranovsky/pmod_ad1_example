File: design.v
`default_nettype none
module handshake_latch #(
    parameter WIDTH = 24,
    parameter RESET_VALUE = 24'h0
) (
    input  wire clk_i,
    input  wire rst_i,
    output wire ready_o,
    input  wire valid_i,
    input  wire [WIDTH-1:0] data_i,
    output reg  [WIDTH-1:0] latched_data_o
);
    assign ready_o = !rst_i;
    initial latched_data_o = RESET_VALUE;
    always @(posedge clk_i)
        if (rst_i)
            latched_data_o <= RESET_VALUE;
        else if (valid_i)
            latched_data_o <= data_i;
        else
            latched_data_o <= latched_data_o;
endmodule
`default_nettype wire
File: constraint.sdc
current_design handshake_latch

set clk_period 1.0
set clk_io_pct 0.2

create_clock -name clk0 -period $clk_period [get_ports {clk_i}]

set non_clock_inputs [all_inputs -no_clocks]
set_input_delay [expr $clk_period * $clk_io_pct] -clock clk0 $non_clock_inputs
set_output_delay [expr $clk_period * $clk_io_pct] -clock clk0 [all_outputs]
File: config.mk
export PLATFORM = sky130hd
export DESIGN_NAME = handshake_latch
export DESIGN_NICKNAME = handshake_latch
export VERILOG_FILES = /design/flow/design.v
export SDC_FILE = /design/flow/constraint.sdc
export NUM_CORES = 4
export LEC_CHECK = 1
export CORE_AREA = 10 10 80 80
export DIE_AREA = 0 0 90 90
File: run.sh
#!/bin/bash
# OpenROAD 26Q1-2900-gdf79404cd8, Yosys 0.63+post, stock flow scripts
make -C /OpenROAD-flow-scripts/flow DESIGN_CONFIG=/design/flow/config.mk WORK_HOME=/design/flow/orfs finish
==> results.py <==
# Synthesis and PnR figures
metrics = {
    "run_status": {
        "outcome": "finished clean",
    },
    "placed_design": {
        "dp_slack_ns": -0.398,
        "finalWeightedCongestion": 0.650,
        "port_buffers": 51,
        "place_hpwl_um": 1780,
    },
    "pwr": {
        "leakagePower_nw": 0.669,
        "irDropWorstVdd_mv": 0.934,
        "comb_power_share": 0.151,
        "internal_power_mw": 1.58,
        "power_density_mw_per_mm2": 1390,
        "p_clk_frac": 0.324,
        "pwr-share-seq": 0.525,
        "finalPower_mw": 2.00,
        "sw_frac_of_total": 0.212,
        "p_sw_mw": 0.425,
    },
    "clock_tree": {
        "cts_max_level": 1,
        "clockRootBuffer": "clkbuf_8",
        "clockBufferDepth": 2,
        "cts.clk_slew.worst_paths_ns": 0.08,
        "cts_tree": "yes",
        "cts_setup_buffers": 0,
        "numCtsBuffers": 3,
        "clock_latency_ns": 0.26,
        "cts_sinks": 24,
    },
    "synthesis": {
        "synth.area.top_cells": "dfxtp_1 55%, mux2i_1 27%, nor2_1 10%, buf_12 4.5%, buf_2 1.7%",
        "synth-main-ff-cell": "dfxtp_1",
        "yosys.stat.seqShare": 0.545,
        "ys_types": 7,
        "common_cells": "24 x dfxtp_1, 24 x mux2i_1, 24 x nor2_1, 3 x buf_2, 2 x buf_12",
        "syn_area_um2": 881,
        "synth_top_cell_by_area": "dfxtp_1",
        "ys_area_um2": 881,
        "syn_avg_cell_area_um2": 11.1,
        "top_cell_area_share": 0.545,
        "synth_cells": 79,
        "edf_count": 0,
        "ys.warnings.count": 1,
        "async_reset_ff_frac": 0,
        "synth_flops": 24,
        "ys_cells": 79,
    },
    "global_routing": {
        "grt_pass1_wl_um": 4190,
        "grt_pass1_vias": 813,
        "overflow": 0,
        "antenna_found_initial": 0,
        "grtUsageTotal": 0.0619,
        "grt_max_degree": 25,
    },
    "timing": {
        "finalMaxSlewViolations": 0,
        "setup_viol": 0,
        "setup_slack_ns": 0.0385,
        "finalClockPeriodUsage": 0.962,
        "rsz0062_at_grt": "no",
        "tns_ns": 0,
        "final-hold-violation-count": 0,
        "tightest_slew_ns": 0.263,
        "maxSlewHeadroom": 0.825,
        "fmax_ghz": 1.04,
        "finalCriticalPeriod_ns": 0.962,
        "skew_ns": 0,
    },
    "cells_and_area": {
        "syn2layout_area_growth_pct": 63.6,
        "drive_gt1_frac": 0.397,
        "largest_register_ffs": 24,
        "regMostFlops": "latched_data_o",
        "top_regs": "latched_data_o: 24 flops",
        "fin_util": 0.305,
    },
    "setup_path": {
        "critPathKind": "reg2out",
        "critPathMaxFanout": 2,
        "crit_slowest_cell": "dfxtp_2",
        "start_kind": "flip-flop",
        "crit_chain": "clkdlybuf4s15_1",
        "critPathRequiredTime_ns": 0.80,
        "critPathCaptureType": "output pin",
        "crit_family": "flip-flops",
        "cp_num_buf_inv": 1,
        "cp.arrival_ns": 0.76,
        "cp_slowest_stage_delay_ns": 0.33,
    },
    "die": {
        "initCoreUtil": 0.186,
        "die_x_um": 90,
        "core_mm2": 0.00472,
        "die_height_um": 90,
        "rows": 25,
        "ioPinCount": 52,
        "dieArea_mm2": 0.00810,
    },
    "routing": {
        "wl_um": 2500,
        "via_per_inst": 3.55,
        "ant_nets": 0,
        "antennaDiodeCount": 0,
        "drtIter0Drc": 11,
        "drt-pass1-iter-count": 2,
        "drc_errors": 0,
        "vias": 702,
        "wl_per_cell_um": 12.6,
    },
    "hold_path": {
        "hold_path.class": "in2reg",
    },
    "run": {
        "warnings": 25,
        "drv_cap": 0,
    },
}
-- worst min-delay path, cell delays in order --
cell,delay (ns)
buf_2,0.11
buf_4,0.21
nor2_1,0.11
-- final timing paths --
check / start / endpoint / slack [ns] / cells past startpoint
setup / recovery: latched_data_o[0]$_SDFFE_PP0P_ / latched_data_o[0] / 0.04 / 1
hold / removal: rst_i / latched_data_o[5]$_SDFFE_PP0P_ / 0.41 / 3
setup reg to reg: latched_data_o[4]$_SDFFE_PP0P_ / latched_data_o[4]$_SDFFE_PP0P_ / 0.37 / 2
hold reg to reg: latched_data_o[15]$_SDFFE_PP0P_ / latched_data_o[15]$_SDFFE_PP0P_ / 0.49 / 2
-- logic make-up (layout without fill, tap and decap cells) --
group                  count (synthesis)  after routing  share of synthesized area
buffers and inverters                  7             59                     0.0795
DFF                                   24             24                      0.545
muxes                                 24             24                      0.273
and+or+nand+nor                       24             24                      0.102
-- stage by stage --
step / cells / hold WS, ns / area (um^2)
global placement: 193 / 0.473 / 1440
global route: 198 / 0.424 / 1440
CTS: 198 / 0.413 / 1540
finish: 198 / 0.408 / 1440
floorplan: 79 / 0.347 / 881
detailed placement: 193 / 0.483 / 1440
-- timing repair --
item	in CTS	in global routing
hold buffers	0	0
setup endpoints to repair	49	20
gates resized	79	20
gates cloned	1	0
pin swaps	0	0
-- power by group through the flow --
| stage | registers [mW] | clock network, mW | logic (mW) |
|---|---|---|---|
| 6_report | 1.05 | 0.649 | 0.302 |
| 5_1_grt | 1.06 | 0.734 | 0.339 |
| 4_1_cts | 1.05 | 0.697 | 0.335 |
-- metal layers --
layer  global-route usage  share of wire
met1               0.0776           0.46
met2                0.102           0.46
met4              0.00133         0.0024
met5                    0              0
met3               0.0277          0.078
-- cell usage in the layout, fill, tap and decap left out --
master	netlist	final
buf_4	0	1
clkbuf_2	0	20
mux2i_1	24	24
buf_16	0	1
dlygate4sd2_1	0	2
buf_2	3	1
dfxtp_2	0	24
clkdlybuf4s15_1	0	4
buf_12	2	1
nor2_1	24	24
clkdlybuf4s50_1	0	24
clkbuf_8	0	4
inv_1	1	1
-- cell type report --
type                       count  area, um^2
timing repair buffer          54         458
sequential                    24         510
multi-input combinational     48         330
fill                         484        3280
inverter                       1        3.75
tap                           67        83.8
clock buffer                   4        55.1
Power figures rest on the tool's default switching activity, not on a simulated workload.
